<file path="design.v">
module time_diver(input wire clk, output reg wave);
		reg [31:0] counter;
		always @(posedge clk)
		begin 
			if(counter < 32'd250000000)
				begin
				counter <= counter + 1'b1;
				end
			else 
				begin
				counter <= 32'b0;
				wave <= ~wave;
				end
		end
endmodule
</file>
<file path="constraint.sdc">
current_design time_diver

set clk_period 5.8
set clk_io_pct 0.2

create_clock -name clk0 -period $clk_period [get_ports {clk}]

set non_clock_inputs [all_inputs -no_clocks]
set_input_delay [expr $clk_period * $clk_io_pct] -clock clk0 $non_clock_inputs
set_output_delay [expr $clk_period * $clk_io_pct] -clock clk0 [all_outputs]
</file>
<file path="run.sh">
#!/bin/bash
# OpenROAD 26Q1-2900-gdf79404cd8, Yosys 0.63+post, stock flow scripts
make -C /OpenROAD-flow-scripts/flow DESIGN_CONFIG=/design/flow/config.mk WORK_HOME=/design/flow/orfs finish
</file>
<file path="config.mk">
export PLATFORM = sky130hd
export DESIGN_NAME = time_diver
export DESIGN_NICKNAME = time_diver
export VERILOG_FILES = /design/flow/design.v
export SDC_FILE = /design/flow/constraint.sdc
export NUM_CORES = 4
export LEC_CHECK = 1
export CORE_UTILIZATION = 30
</file>
==> metrics.csv <==
stage,metric,value,unit
run_status,status,completed,
critical_path,CP Class,reg2out,
die,Die Size,5365,sq um
routing,routed len/inst,11.90,um
critical_path,r2r startpoint,counter[2],
critical_path,CP Launch Type,flip-flop,
logic_synthesis,async set-reset flop share out of synthesis,0,%
die,# IOs,2,
critical_path,Crit path max-delay family,buffers and inverters,
sta,final worst-path setup slack,3.549,ns
die,row count,25,
global_route,global-route wire length before repair,5.112,mm
critical_path,crit path DRT,4.64,ns
sta,RSZ-0062 raised after global routing,false,
logic_synthesis,Yosys Chip Area,1523,sq um
routing,Detail Route Antenna Nets,0,
sta,max-slew violations,0,
sta,fin crit share,38.81,%
pwr,Gate power share,1.2,%
logic_synthesis,biggest area cells,"dfxtp_1 42%, nor3_1 6.2%, a211oi_1 5.4%",
routing,initial DRC count,57,
critical_path,Critical Path AT,1.09,ns
critical_path,"slowest stage delay, CP",0.46,ns
logic_synthesis,YS warnings,1,
clocking,# clock sinks,33,
critical_path,CP max-delay cell,clkdlybuf4s50_1,
final_layout,"Core Util, Final",35.71,%
pwr,Peak VDD IR,0.2021,mV
sta,Achievable Freq,444.2,MHz
logic_synthesis,Post-Syn Area,1523,sq um
routing,Post-Route WL,2.867,mm
logic_synthesis,Cells after Synth,169,
sta,final setup fails,0,
sta,Layout Skew,0.008012,ns
min_path,Worst Hold Launch,counter[27],
placed_design,pre-CTS setup slack,3.742,ns
run,tool warnings,25,
pwr,total power draw,463.1,uW
logic_synthesis,"top cells by count, synth","32 x dfxtp_1, 19 x nor3_1, 12 x nand2_1",
clocking,setup bufs post-CTS,0,
global_route,initial antenna violation count,0,
placed_design,DP HPWL,1.928,mm
critical_path,CP endpoint kind,output pin,
logic_synthesis,Main synth FF type,dfxtp_1,
logic_synthesis,Cell variety after synth,31,
final_layout,Final Cell Area,1720,sq um
die,die span in x,73.25,um
critical_path,Critical Path Fanout Max,2,
die,Die Y,73.25,um
placed_design,Routability Congestion,0.7973,
pwr,NetSw,89.14,uW
clocking,CTS tree,built,
routing,DRC,0,
critical_path,crit path cell chain,clkdlybuf4s50_1,
critical_path,Buf/Inv on CP,1,
final_layout,share of layout cells above drive strength 1,7.471,%
clocking,TritonCTS buffer count,5,
routing,# diodes,0,
clocking,Root Buffer,clkbuf_8,
clocking,CTS Buffer Depth,2,
pwr,sequential group share of total power,50.2,%
global_route,largest net degree at the start of global routing,20,
die,Init Core Util,31.61,%
die,core area,4817,sq um
routing,Vias,1239,
logic_synthesis,post-synth top area cell,dfxtp_1,
placed_design,Post-Place Cell Area,1602,sq um
logic_synthesis,Seq cells post-synth,33,
logic_synthesis,most common cell in the netlist,dfxtp_1,
logic_synthesis,register area share after synthesis,44.04,%
logic_synthesis,Post-synth EDFFs,1,
pwr,PwrDens,269.2,nW/um^2
logic_synthesis,cells in synth_stat.txt,169,
clocking,CTS Hold Bufs,0,
pwr,internal power,374.0,uW
pwr,switching portion of total power,19.25,%
run,max cap viols,0,
pwr,leak pwr,0.4869,nW
final_layout,Filler cells,513,
pwr,clock share of power,48.6,%
sta,Setup TNS Final,0,ns
placed_design,port bufs,1,
sta,endpoints failing hold,0,
global_route,GR Overflow Total,0,
sta,minimum clock period,2.251,ns
global_route,vias in the first global route,1100,
clocking,htree depth,2,
routing,Via-to-Cell Ratio,5.141,
clocking,clock latency on the worst-skew pair,0.29,ns
final_layout,Area growth syn-to-layout,12.98,%
clocking,Post-CTS Resized,0,
critical_path,crit path launch,wave,
min_path,HP Class,reg2reg,
global_route,GRT Overall Usage,12.25,%
routing,Detailed Routing Iterations Pass 1,4,
logic_synthesis,Syn Area/Cell,9.010,sq um
clocking,CTS clock-pin slew for the worst setup and hold paths,0.07,ns
logic_synthesis,Area leader share,42.07,%
==> layout by cell type, fill, tap and decap left out, drive strengths merged, types with 2 or more instances in the layout <==
cell type,synthesis,final
dfxtp,32,32
nor3,19,19
nand2,12,12
a211oi,11,11
nand4,10,10
xnor2,9,9
nand3,8,8
o21ai,8,8
or3,8,8
xor2,6,6
clkbuf,8,6
nor4,5,5
or4,5,5
and3,4,4
and4,4,4
o31ai,4,4
conb,1,4
nor2,3,3
inv,2,3
buf,1,2
==> worst paths after layout <==
path                      end  slack, ns  depth (start not counted)
hold / removal    counter[27]       0.49                          2
setup / recovery         wave       3.55                          1
hold reg to reg   counter[27]       0.49                          2
setup reg to reg  counter[23]       3.73                          4
==> kinds of logic after synthesis <==
kind of cell,count (synthesis),synth area share [%]
AOI/OAI and AO/OA,26,11.42
xor gates and xnor gates,15,8.628
adders and majority gates,1,0.8216
buffers and inverters,11,3.205
other,1,0.2463
DFF,33,44.04
and+or+nand+nor,82,31.64
==> layer usage <==
metal	vias up	track usage [%]	share of wire, %
met4	0	1.743	1.9
met1	578	19.92	52
li1	643	-	-
met5	-	0	0
met3	5	1.961	2.7
met2	13	17.90	43
==> registers in the layout, indices dropped and copies added (netlist names) <==
signal	flops
wave	1
counter	32
==> metrics by stage <==
stage,std cells,hold WS [ns]
2_1_floorplan,172,0.4564
5_1_grt,241,0.5191
6_report,241,0.4885
3_3_place_gp,233,0.4725
4_1_cts,241,0.4931
3_5_place_dp,233,0.4829
==> power groups by stage <==
stage / Clock, mW / Sequential [mW] / Combinational, mW
6_report: 0.225 / 0.233 / 0.00534
4_1_cts: 0.231 / 0.233 / 0.00543
5_1_grt: 0.241 / 0.233 / 0.00636
==> area by class of cell <==
class / instances / area (sq um) / share of cell area, %
Timing Repair Buffer: 3 / 25.02 / 1.455
Tap cell: 67 / 83.83 / 4.873
Multi-Input combinational cell: 128 / 814.5 / 47.35
Inverter: 2 / 7.507 / 0.4364
Clock inverter: 2 / 36.28 / 2.109
Sequential cell: 33 / 670.6 / 38.98
Clock buffer: 6 / 82.58 / 4.800
Power and IR drop assume default switching activity.

File: flow/run.sh
#!/bin/bash
# OpenROAD 26Q1-2900-gdf79404cd8, Yosys 0.63+post, stock flow scripts
make -C /OpenROAD-flow-scripts/flow DESIGN_CONFIG=/design/flow/config.mk WORK_HOME=/design/flow/orfs finish
File: flow/constraint.sdc
current_design pulse_module

set clk_period 4.3
set clk_io_pct 0.2

create_clock -name clk0 -period $clk_period [get_ports {clk}]

set non_clock_inputs [all_inputs -no_clocks]
set_input_delay [expr $clk_period * $clk_io_pct] -clock clk0 $non_clock_inputs
set_output_delay [expr $clk_period * $clk_io_pct] -clock clk0 [all_outputs]
File: flow/config.mk
export PLATFORM = sky130hd
export DESIGN_NAME = pulse_module
export DESIGN_NICKNAME = pulse_module
export VERILOG_FILES = /design/flow/design.v
export SDC_FILE = /design/flow/constraint.sdc
export NUM_CORES = 4
export LEC_CHECK = 1
export CORE_UTILIZATION = 40
File: flow/design.v
module pulse_module(input wire reset_n, input wire key,input wire clk,output reg  sq_pulse );
	reg clk_20hz;
	reg key_now;
	reg key_delay;
	reg key_down; 
	reg [31:0] cnt_20hz;
	reg [63:0] cnt_width;
	integer WAVE_WIDTH = 32'd50000; 
	initial 
		begin 
			cnt_20hz <= 32'b0;
			cnt_width <= 32'b0;
			sq_pulse <= 1'b0;
		end
	always @(posedge clk or negedge reset_n)
		begin 
			if(!reset_n)
				begin
					cnt_20hz <= 32'd0;
					clk_20hz <= 32'd0;
				end
			else if(cnt_20hz == 32'd2500000)
				begin
					cnt_20hz <= 32'd0;
					clk_20hz <= 1'd1; 
				end
			else 
				begin
					clk_20hz <= 1'd0;
					cnt_20hz <= cnt_20hz + 1'b1;
				end
		end
	always @(posedge clk or negedge reset_n)
		begin
			if(!reset_n)
				begin
					key_now <= 1'b1;
					key_delay <= 1'b1;
				end
			else if(clk_20hz)
				begin
					key_delay <= key_now;
					key_now <= key;
				end
			else
					key_now <= key_now;
		end
	always @(posedge clk)
		begin
			if(key_now == 1'b0 && key_delay == 1'b1)
				begin
					key_down <= 1'b1;
				end
			else
				begin
					key_down <= 1'b0;
				end
		end
	always @(posedge clk or negedge reset_n)
		begin
			if(!reset_n)
				begin
					cnt_width <= 32'b0;
					sq_pulse <= 1'b0;
				end
			else if(key_down == 1'b1 && cnt_width < WAVE_WIDTH)
				begin
					cnt_width <= cnt_width + 1'b1;
					sq_pulse <= 1'b1;
				end
			else
				begin
					cnt_width <= 1'b0;
					sq_pulse <= 1'b0;
				end
		end
endmodule
==> Changelog: implementation <==
## Implementation

- Final TNS setup: 0 ns
- Global route total overflow: 0
- TritonRoute pass-1 iters: 4
- EDFF count, synth: 0
- Crit path DAT: approximately 2.5 ns
- Clk ins delay skew pair: approximately 0.36 ns
- CTS tree: yes
- Hold Path Class: flop to flop
- Sequential Area: about 2500 um2
- Max-slew headroom: 0.4303
- Maximum fanout along the worst path: 17
- Yosys warning count: 1
- Fmax achieved: around 450 MHz
- H-tree level count: 3
- I/O pin cnt: 4
- Area leader share: 0.6252
- Postcts setup bufs: 0
- Gates resized, CTS repair: 0
- Slowest stage cell on the critical path: or4_1
- Count leader, synth: dfrtp_1
- Max Clock Skew: roughly 0.011 ns
- Startpoint types: flop
- Core ar.: 9371 um2
- Ys flop type: dfrtp_1
- Leading area contributor after synthesis: dfrtp_1
- Post-route ant nets: 0
- FILL cells: 857
- Die Wd: 101.0 um
- Reg2Reg Setup Slack: around 2.1 ns
- WL/cell: 11.60 um
- Area delta synth->final: 13.75%
- Asr flop ratio synth: 0.9901
- Hold-fix buffers, CTS: 0
- Post-route cell area: between 4000 and 5000 um2
- Post-Route WL: between 5000 and 6000 um
- CTS Buf Count: 9
- Tool warnings: 26
- Number of cells in the yosys synthesis report: 311
- Buffers on Ports: 3
- Initial antenna violation count: 0
- Root buf cell: clkbuf_8
- Final Total Pwr: between 0.0015 and 0.002 W
- Final Hold Viols: 0
- DRT iter0 DRCs: just over 80
- Gate Count Post-Synth: approximately 310
- Max clock buf depth: 2
- Most frequent cells after synthesis: dfrtp_1, xnor2_1, nand4_1, nor4_1, nand3_1
- Post-synthesis sequential element count: 101
- Unrepaired setup endpoints after global routing: false
- Largest net degree at the start of global routing: around 64
- Top cells by area: dfrtp_1, xnor2_1, nand4_1, nor4_1, nor3_2
- Final worst path period share: 0.5192
- HPWL Detailed: roughly 3800 um
- Max cap viols: 0
- Drc violations: 0
- First-pass GRT wire length: 10,630 um
- Placed inst area: 4270 um2
- Slew Viols, Final: 0
- CP peak stage delay: around 0.88 ns
- Required @ worst endpoint: around 4.6 ns
- Crit path cell chain: nor4_1 > o211ai_1 > or4_1 > a211oi_1
- # clock sinks: a little over 100
- Final Wtd Congestion: slightly above 0.8
- Chip Area: 10,210 um2
- Status: finished clean
- Mean Syn Cell Area: roughly 13 um2
- Via count: about 2,400
- Comb gate area: 1504 um2
- Site row count: 35
- Share of layout cells above drive strength 1: 0.09651
- VDD IR max: between 0.00015 and 0.0002 V
- Crit path time final: approximately 2.2 ns
- Crit path max-delay family: simple AND/OR/NAND/NOR gates
- Crit path kind: flop to flop
- Synth Seq Share: 0.6437
- Yosys cell types: roughly 42
- Initial cell density of the core: 0.4186
- Clk slew on worst S/H paths: 0.10 ns
- Critical path endpoint category: flop
- Via/cell ratio: around 4.7
- Synthesized area: between 3000 and 4000 um2
- CP Buf/Inv Count: 0
- # diodes: 0
- Die height: just over 100 um
- Tot GR Track Use: 0.1361
- Final hold slack: a little under 0.5 ns
- Static Leakage: 1.835 nW
- Endpoints failing setup: 0
- YS chip area: a little under 4000 um2
- Vias in the first global route: around 2,300
- Slew @ Worst Pin: around 0.85 ns
- Cell area power density: 350.0 nW/um2
-- worst paths after layout --
kind,from,endpoint,cells past startpoint
max in group asynchronous,reset_n,cnt_width[18],2
worst min register to register,cnt_20hz[31],cnt_20hz[31],1
worst max-delay path,cnt_width[12],cnt_width[13],4
min in group asynchronous,reset_n,cnt_width[63],1
worst max register to register,cnt_width[12],cnt_width[13],4
worst min-delay path,cnt_20hz[31],cnt_20hz[31],1
-- where the power goes --
part / switching (W) / internal, W
Sequential: 0.00000587 / 0.000972
Clock: 0.000324 / 0.000235
Combinational: 0.0000223 / 0.00000338
Total: 0.000352 / 0.00121
-- sequential cells by signal, indices dropped and copies added (netlist names) --
| signal | flops |
|---|---|
| cnt_20hz | 32 |
| key_now | 1 |
| key_delay | 1 |
| clk_20hz | 1 |
| sq_pulse | 1 |
| key_down | 1 |
| cnt_width | 64 |
-- logic make-up (layout without fill, tap and decap cells) --
family	Yosys count	count (layout)	share of synthesized area
fa+ha+maj	3	3	0.009570
buf+inv	16	31	0.01786
flops	101	101	0.6437
simple gates	134	134	0.2108
compound gates	16	16	0.02616
mux	3	3	0.008293
xor+xnor	37	37	0.08262
other cells	1	48	0.0009560
-- cell type report --
type                       count  area share
tap                          129     0.03618
clock buffer                  10     0.03085
timing repair buffer           5    0.009534
inverter                      10    0.008413
multi-input combinational    241      0.3371
sequential                   101      0.5659
clock inverter                 6     0.01206
-- per-stage QoR --
stage               utilization  cells  worst slack [ns]
floorplan                     -    358             2.509
CTS                      0.4761    502             2.068
finish                   0.4761    502             2.067
global route             0.4761    502             1.867
global placement         0.4557    486             2.089
detailed placement       0.4557    486             2.086
-- cells in the final DEF (no fill, tap or decap), types with 4 or more instances in the layout --
cell type	instances
dfrtp_1	98
conb_1	48
xnor2_1	30
nand4_1	20
nor4_1	19
nand3_1	17
nor2_1	15
inv_1	10
nand2_1	10
nor3_1	10
clkbuf_8	10
nor3_2	9
and3_1	8
xor2_1	7
nor4b_1	5
and4_1	4
o21ai_0	4
or3_1	4
a211oi_1	4
-- layer usage --
layer | vias up | GRT usage | routed length, um
li1 | 1182 | - | -
met1 | 1145 | 0.2186 | 2825
met2 | 41 | 0.2028 | 2685
met3 | 8 | 0.03103 | 224
met4 | 0 | 0.02230 | 85
met5 | - | 0 | 0
Power and IR drop assume default switching activity.

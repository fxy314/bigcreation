`./run.sh`:
```
#!/bin/bash
# OpenROAD 26Q1-2900-gdf79404cd8, Yosys 0.63+post, stock flow scripts
make -C /OpenROAD-flow-scripts/flow DESIGN_CONFIG=/design/flow/config.mk WORK_HOME=/design/flow/orfs finish
```
`./config.mk`:
```
export PLATFORM = sky130hd
export DESIGN_NAME = time_measure
export DESIGN_NICKNAME = time_measure
export VERILOG_FILES = /design/flow/design.v
export SDC_FILE = /design/flow/constraint.sdc
export NUM_CORES = 4
export LEC_CHECK = 1
export CORE_UTILIZATION = 30
```
`./constraint.sdc`:
```
current_design time_measure

set clk_period 6.4
set clk_io_pct 0.2

create_clock -name clk0 -period $clk_period [get_ports {clk}]

set non_clock_inputs [all_inputs -no_clocks]
set_input_delay [expr $clk_period * $clk_io_pct] -clock clk0 $non_clock_inputs
set_output_delay [expr $clk_period * $clk_io_pct] -clock clk0 [all_outputs]
```
`./design.v`:
```
module time_measure(
clk,
reset_n,
wave,
data_out,
);
input          clk;
input          reset_n;
input          wave;  
output reg[31:0]  data_out;  
parameter      frequency_clk=50;  
reg            wave_now;  
reg            wave_rev; 
reg           wave_pulse;  
integer     t1;
integer     t2;
wire[31:0]     t_dif;
reg[31:0]       con_period;  
reg[1:0]         regN;  
	initial 
		begin
			wave_now <= 1'b0;
			wave_rev <= 1'b0;
			con_period <= 32'b0;
			regN <= 2'b0;
			t1 <= 32'b0;
			t2 <= 32'b0;
		end
	always@(posedge clk or negedge reset_n)
		if(!reset_n)
			begin
				wave_now <= 1'b0;
				wave_rev <= 1'b0 ;
				con_period <= 32'b0;
			end
		else 
			begin
				wave_rev <= ~wave_now;
				wave_now <= wave;
				con_period <= con_period + 32'b1;
			end
	always @(posedge clk or negedge reset_n)
		begin
			data_out <= t2-t1;
		if(!reset_n)
			begin
				regN <= 32'b0;
				t1 <= 32'b0;
				t2 <= 32'b0;
				data_out <= 32'b0;
			end
		else if(wave_pulse)
			begin
				regN <= regN + 2'b1;
				if(regN == 2'b01)
					begin
						t1 <= con_period;  
					end
				else if(regN == 2'b10)
					begin
						t2 <= con_period; 
					end
			end
	end
always @(posedge clk)
	begin
		wave_pulse = wave_now&wave_rev;
	end
endmodule
```
==> results.yml <==
# yosys + openroad results
floorplan:
  rows: 53
  die_area_mm2: 0.0223
  fp_util_pct: 30.7
  die_y_um: 149
  design.core.area_mm2: 0.0212
  chipWidth_um: 149
  ioPinCount: 35
finish:
  syn2layout_area_growth_pct: 18.8
  comb_area_mm2: 0.00295
  register_area_mm2: 0.00332
  fill_cells: 2044
  lay_top_count: "dfrtp_1"
  drive_above_1_share_pct: 17.3
  final_cell_mix: "dfrtp_1, mux2_2, nand2_1"
status:
  status: "finished clean"
setup_path:
  crit_fanout: 3
  endpoint_kind: "register"
  startpoint_type: "register"
  rr_worst_depth: 9
  crit_start: "t1[0]$_DFFE_PN0P_"
  critPathKind: "reg -> reg"
  worstPathRequired_ns: 6.74
  arrival_ns: 2.95
  rrSetupSlack_ns: 3.78
  r2r_start: "t1[0]$_DFFE_PN0P_"
synth:
  async_reset_ff_share_pct: 99.2
  ff_type: "dfrtp_1"
  synthCells: 580
  synth-seq-cells: 133
  yosys_warnings: 1
  ys_seq_share_pct: 51.1
  area_leaders: "dfrtp_1, mux2_2, ha_1"
  synth_area_mm2: 0.00650
  top_cell_area_share_pct: 50.8
  yosys_area_mm2: 0.00650
  edf_count: 0
  yosys_cells: 580
  synth_top_cell_by_area: "dfrtp_1"
  syn_avg_cell_area_um2: 11.2
  ys_types: 51
sta:
  drv_slew: 0
  setup-tns-final_ns: 0
  fmax_mhz: 382
  skew_ns: 0.00766
  rsz0062_at_grt: "no"
  period_used_pct: 40.9
  tightestPinTransition_ns: 0.751
  setup_viol: 0
  slew_headroom_pct: 49.8
  min_period_ns: 2.62
  hold_viol: 0
power:
  comb_power_share_pct: 34.2
  p_seq_share_pct: 35.4
  leakage_nw: 3.74
  p_sw_mw: 0.912
  power.density_mw_per_mm2: 389
  power.internal_mw: 2.10
  finalPower_mw: 3.01
  clockPowerShare_pct: 30.3
  switching_share_pct: 30.3
  ir_drop_mv: 0.161
routing:
  drc: 0
  ant_nets: 0
  wl_per_cell_um: 13.8
  first_pass_iters: 4
  num_antenna_cells: 0
  via_per_inst: 4.65
  drt-total-wl_um: 12500
  drt_iter0_drc: 257
  route.vias.total: 4229
clocking:
  ctsResizeCount: 0
  cts_buffers: 17
  root_buffer: "clkbuf_16"
  clock_tree.buffer_depth: 2
  worstSkewPairLatency_ns: 0.42
  htree_levels: 4
  cts_hold_buf: 0
  cts.sinks: 133
  cts_setup_buffers: 0
  tritoncts: "built"
  clkTransAtPathRegs_ns: 0.06
grt:
  grt_max_degree: 52
  grt.total_usage_pct: 12.3
  grt_pass1_wl_um: 21400
  grt_pass1_vias: 4200
  overflow: 0
  grt_antenna_before_repair: 0
placed_design:
  hpwlAfterDp_um: 8890
  gp_congestion: 0.888
  io_buffers: 34
worst_hold_path:
  hp-class: "reg -> reg"
  holdPathStages: 1
  worstHoldStart: "wave_now$_DFF_PN0_"
run:
  warning_count: 26
  maxCapViolations: 0
cell usage after synthesis (9+ instances only):
cell	count
xor2_1	21
inv_1	44
xnor2_1	37
dfrtp_1	132
nand2_1	45
a21oi_1	29
nand3_1	15
clkbuf_1	16
mux2_2	60
o21ai_0	20
nor2_1	28
ha_1	34
a21o_1	10
nand4_1	13
and3_1	9
registers in the layout, indices dropped and copies added (netlist names):
| signal | flops |
|---|---|
| con_period | 32 |
| data_out | 32 |
| regN | 2 |
| t1 | 32 |
| t2 | 32 |
| wave_now | 1 |
| wave_pulse | 1 |
| wave_rev | 1 |
final timing paths:
| path | end |
|---|---|
| max in group asynchronous | t1[26]$_DFFE_PN0P_ |
| min in group asynchronous | data_out[12]$_DFF_PN0_ |
| setup reg to reg | data_out[30]$_DFF_PN0_ |
| hold / removal | wave_rev$_DFF_PN0_ |
| hold reg to reg | wave_rev$_DFF_PN0_ |
| setup / recovery | data_out[30]$_DFF_PN0_ |
power by group through the flow:
stage / Combinational (mW) / Clock, mW / Sequential, mW
CTS: 1.06 / 0.935 / 1.07
global route: 1.16 / 0.977 / 1.09
finish: 1.03 / 0.913 / 1.07
critical path, stage by stage, from the launching register on:
cell	delay (ns)
dfrtp_1	0.38
ha_1	0.23
fa_1	0.42
nor2b_1	0.19
o2111ai_1	0.17
nand2_1	0.19
a31o_2	0.23
a21oi_1	0.13
o41ai_1	0.42
xor2_1	0.18
layout make-up:
class | instances | area share, %
clock buffers | 19 | 5.86
inverters | 44 | 2.14
clock inverters | 13 | 1.39
well taps | 275 | 4.45
repair buffers | 39 | 4.91
multi-input cells | 387 | 38.2
flip-flops and latches | 133 | 43.0
per-layer routing:
metal / track usage, % / up-vias / wire [um]
met1: 19.5 / 2059 / 6250
met2: 18.5 / 53 / 5740
met4: 1.68 / 0 / 217
met5: 0 / - / 0
li1: - / 2100 / -
met3: 1.93 / 17 / 330
per-stage QoR:
| step | utilization, % | area, um2 | hold WS (ns) | setup WS [ns] | instances |
|---|---|---|---|---|---|
| floorplan | - | 6500 | 0.387 | 4.08 | 580 |
| global placement | 33.9 | 7160 | 0.397 | 3.84 | 878 |
| detailed placement | 33.9 | 7160 | 0.411 | 3.80 | 878 |
| CTS | 36.5 | 7720 | 0.423 | 3.75 | 910 |
| global route | 36.5 | 7720 | 0.450 | 3.57 | 910 |
| finish | 36.5 | 7720 | 0.418 | 3.78 | 910 |
logic make-up (layout without fill, tap and decap cells):
family / Yosys count / in the layout / synth area share (%)
AOI/OAI and AO/OA: 99 / 99 / 9.87
xor gates and xnor gates: 58 / 58 / 7.81
adders and majority gates: 35 / 35 / 6.85
buffers and inverters: 60 / 115 / 3.46
DFF: 133 / 133 / 51.1
muxes: 60 / 60 / 10.4
and+or+nand+nor: 135 / 135 / 10.5
Power and IR drop assume default switching activity.
